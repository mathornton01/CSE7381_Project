==> ./design.v <==
module counter (clk, reset, enable, count);
input clk, reset, enable;
output [31:0] count;
reg [31:0] count;                                   
always @ (posedge clk)
if (reset == 1'b1) begin
  count <= 0;
end else if ( enable == 1'b1) begin
  count <= count + 1;
end
endmodule  
==> ./run.sh <==
#!/bin/bash
# OpenROAD 26Q1-2900-gdf79404cd8, Yosys 0.63+post, stock flow scripts
make -C /OpenROAD-flow-scripts/flow DESIGN_CONFIG=/design/flow/config.mk WORK_HOME=/design/flow/orfs finish
==> ./config.mk <==
export PLATFORM = sky130hd
export DESIGN_NAME = counter
export DESIGN_NICKNAME = counter
export VERILOG_FILES = /design/flow/design.v
export SDC_FILE = /design/flow/constraint.sdc
export NUM_CORES = 4
export LEC_CHECK = 1
export CORE_AREA = 10 10 93 93
export DIE_AREA = 0 0 103 103
==> ./constraint.sdc <==
current_design counter

set clk_period 7.2
set clk_io_pct 0.2

create_clock -name clk0 -period $clk_period [get_ports {clk}]

set non_clock_inputs [all_inputs -no_clocks]
set_input_delay [expr $clk_period * $clk_io_pct] -clock clk0 $non_clock_inputs
set_output_delay [expr $clk_period * $clk_io_pct] -clock clk0 [all_outputs]
==> results.json <==
{
  "power_density_nw_per_um2": 155.5,
  "hold_path_end": "count[20]",
  "post_cts_buffers": 0,
  "adder_share_pct": 0.8000,
  "maxSlewViolCount": 0,
  "period_minus_slack_ns": 3.339,
  "post-place-ws_ns": 3.583,
  "simple_gate_share_pct": 33.44,
  "final_area_sq_um": 2033,
  "openroad.warnings": 25,
  "firstDrtPassIters": 3,
  "route.met2.wl_mm": 1.584,
  "critical_path_class": "in2reg",
  "final_util_pct": 30.09,
  "root_buffer": "clkbuf_8",
  "dr_wl_met3_microns": 365,
  "relSlewSlack_pct": 70.70,
  "die-area_sq_um": 10610,
  "synthCells": 181,
  "cts_buffers": 5,
  "row_count": 30,
  "largest_register": "count",
  "insertedDiodeCount": 0,
  "yosysUniqueCellTypes": 32,
  "via_count": 1344,
  "rsz0062_at_grt": "no",
  "min-delay-start": "count[20]",
  "dpl_cell_area_sq_um": 1964,
  "layout.area.comb_sq_um": 860.8,
  "dp_hpwl_mm": 2.678,
  "power_w": 0.0003161,
  "die_w_microns": 103,
  "crit_path_end_kind": "flop",
  "place.gp.congestion": 0.7475,
  "xor_share_pct": 7.280,
  "tns_ns": 0,
  "ys_seq_share_pct": 40.96,
  "via_per_inst": 4.619,
  "topCombFamilyByArea": "simple AND/OR/NAND/NOR gates",
  "initCoreUtil_pct": 23.15,
  "post_cts_resized": 0,
  "skew_ns": 0.005603,
  "ys_warn_count": 1,
  "die_y_microns": 103,
  "wl_mm": 3.833,
  "areaGrowthSynthToFinish_pct": 30.00,
  "mux_share_pct": 8.560,
  "grt_pass1_wl_mm": 6.189,
  "cts_max_path_buffers": 2,
  "largest_reg_flops": 32,
  "max_freq_mhz": 299.5,
  "top_regs": "count: 32 flops",
  "finalCritPeriodShare_pct": 46.38,
  "worst-path-max-fanout": 9,
  "ctsHtreeMaxLevel": 2,
  "worst_slack_ns": 3.861,
  "syn-cell-area_sq_um": 1564,
  "io_pins": 35,
  "io_buffers": 34,
  "wl_met1_mm": 1.864,
  "drive_gt1_share_pct": 9.479,
  "max_stage_delay_ns": 0.61,
  "worstMarginPinSlew_ns": 0.4394,
  "aoi_share_pct": 4.960,
  "hold-path-cell-count": 2,
  "edf_count": 0,
  "p_leak_nw": 0.6869,
  "fill_cells": 700,
  "crit_required_ns": 7.37,
  "hold_viol": 0,
  "r2r-start": "count[2]",
  "ys_area_sq_um": 1564,
  "ant_nets": 0,
  "cts_num_sinks": 32,
  "outcome": "completed",
  "core_sq_um": 6756,
  "drc": 0,
  "cp_cell_sequence": "clkdlybuf4s50_1, and4_1, nand4_1, nor3_1, mux2_1",
  "grt_max_degree": 44,
  "flop_area_sq_um": 640.6,
  "ir_drop_mv": 0.09971,
  "async_flop_share_pct": 0,
  "cts_tree": "yes",
  "syn_avg_cell_area_sq_um": 8.641,
  "crit_slowest_cell": "clkdlybuf4s50_1",
  "grt_overflow": 0,
  "drt_iter0_markers": 43,
  "cp-start-kind": "primary input",
  "ys.flop_type": "dfxtp_1",
  "grt_pass1_vias": 1278,
  "critical_path_buf_inv_count": 1,
  "grtUsageTotal_pct": 7.209,
  "r2r_slack_ns": 5.22,
  "arrival_ns": 3.51,
  "path_delay_family": "simple AND/OR/NAND/NOR gates",
  "cts_hold_buffers": 0,
  "synth_flops": 32,
  "clk_latency_ns": 0.28,
  "setup_viol": 0,
  "ys_cells": 181,
  "antenna_found_initial": 0,
  "drv_cap": 0,
  "ff2ff_path_depth": 4,
  "routed.top_layer": "met4",
  "hold_class": "reg2reg",
  "r2r_end": "count[26]",
  "wire_per_inst_microns": 13.17,
  "cts.clk_slew.worst_paths_ns": 0.06
}
[Yosys cell counts (all sizes together) (3+ instances only)]
master	count	share of area, %
or3	4	1.6
mux2	11	7.9
and4	3	1.7
xor2	9	5.0
xnor2	4	2.2
o21ai	4	1.3
nand3	9	2.9
o31ai	3	1.4
nand4	11	4.8
clkbuf	7	1.7
or4	4	2.2
nor2	26	6.2
buf	3	1.4
inv	4	0.96
nand2	9	2.2
nor3	10	3.2
nor4	3	2.2
a21oi	7	2.2
nor2b	10	4.0
dfxtp	32	41
and3	3	1.3
[logic make-up after synthesis]
kind of cell	after synthesis
adder cells (fa/ha/maj)	1
flip-flops	32
AND/OR/NAND/NOR	95
XOR/XNOR	13
buffers and inverters	14
AND-OR/OR-AND	14
multiplexers	12
[worst max path at each step]
stage	from	endpoint	slack, ns	cells past startpoint
6_report	enable	count[26]	3.86	5
4_1_cts	enable	count[26]	3.89	5
5_1_grt	enable	count[27]	3.69	5
[layer usage]
layer	global-route usage, %	vias up
li1	-	695
met1	9.773	619
met2	10.48	28
met3	3.588	2
met4	0.7487	0
met5	0	-
[final cells by class]
class / count / area share, %
Clock buffer: 5 / 3.385
Multi-Input combinational cell: 135 / 42.34
Tap cell: 80 / 4.923
Timing Repair Buffer: 35 / 17.11
Inverter: 4 / 0.7385
Sequential cell: 32 / 31.51
[placed cells by master (no fill, tap or decap), drive strengths merged, types with 4 or more instances in the layout]
master	n
inv	4
xnor2	4
nand4	11
nor3	10
a21oi	7
or4	4
mux2	11
clkdlybuf4s50	34
clkbuf	5
nor2	26
nand3	9
or3	4
xor2	9
nand2	9
nor2b	10
dfxtp	32
o21ai	4
[power breakdown]
part           internal (W)  total (W)  switching [W]  leakage [nW]
clock             0.0000622   0.000124      0.0000621        0.0359
sequential         0.000178   0.000180     0.00000129         0.258
combinational    0.00000553  0.0000122     0.00000669         0.393
total              0.000246   0.000316      0.0000701         0.687
[per-stage QoR]
step	hold WS (ns)	std cells
after global routing	0.5609	291
final	0.5245	291
after CTS	0.5279	291
after global placement	0.5101	286
after floorplan	0.4519	181
after detailed placement	0.5182	286
[worst reg2reg max path: cells and delay by family, from the launching register on]
| family | cells | cell delay [ns] |
|---|---|---|
| simple gates | 3 | 1.11 |
| flops | 1 | 0.42 |
| mux | 1 | 0.34 |
Power figures rest on the tool's default switching activity, not on a simulated workload.
