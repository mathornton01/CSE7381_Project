==> ./design.v <==
module MIPSALU (ALUctl, A, B, ALUOut, Zero);
	input [3:0] ALUctl;		 
	input [31:0] A, B;		 
	output [31:0] ALUOut;		 
	reg [31:0] ALUOut;	
	output Zero;			 
	assign Zero = (ALUOut==0);
	always @(ALUctl or A or B)
	begin
	   case (ALUctl)
		0:  ALUOut <= A & B;		 
		7:  ALUOut <= A < B ? 1 : 0;	 
		default:  ALUOut <= 0;
	   endcase
	end
endmodule
==> ./run.sh <==
#!/bin/bash
# OpenROAD 26Q1-2900-gdf79404cd8, Yosys 0.63+post, stock flow scripts
make -C /OpenROAD-flow-scripts/flow DESIGN_CONFIG=/design/flow/config.mk WORK_HOME=/design/flow/orfs finish
==> ./config.mk <==
export PLATFORM = sky130hd
export DESIGN_NAME = MIPSALU
export DESIGN_NICKNAME = MIPSALU
export VERILOG_FILES = /design/flow/design.v
export SDC_FILE = /design/flow/constraint.sdc
export NUM_CORES = 4
export LEC_CHECK = 1
export CORE_AREA = 10 10 93 93
export DIE_AREA = 0 0 103 103
==> ./constraint.sdc <==
current_design MIPSALU

set clk_period 5.7
set clk_io_pct 0.2

create_clock -name clk0 -period $clk_period

set non_clock_inputs [all_inputs -no_clocks]
set_input_delay [expr $clk_period * $clk_io_pct] -clock clk0 $non_clock_inputs
set_output_delay [expr $clk_period * $clk_io_pct] -clock clk0 [all_outputs]
==> qor.log <==
INFO  outcome        status=completed
INFO  place          post_dp_cell_area=2623squm
INFO  detailed_routing vias=1584
INFO  floorplan      die_x=103um
INFO  grt            grt_pass1_vias=1672
INFO  job            warnings=63
INFO  yosys          synth_top_cell_by_area=sky130_fd_sc_hd__ha_1
INFO  sta            max_freq=212.9MHz
INFO  detailed_routing antennaDiodeCount=0
INFO  sta            clock_period_minus_worst_slack=4.697ns
INFO  sta            tightest_slew=0.5215ns
INFO  final_layout   area_growth=73.08%
INFO  sta            grt_setup_unrepaired=no
INFO  detailed_routing detail_route.iter0.violations=21
INFO  worst_hold_path hold_path_depth=3
INFO  sta            finalSetupViolCount=0
INFO  setup_path     cp-startpoint=A[11]
INFO  sta            timing.max_slew.rel_slack=64.91%
INFO  final_layout   stdcell_area=2623squm
INFO  yosys          synthTopCellsByArea=sky130_fd_sc_hd__ha_1 51%, sky130_fd_sc_hd__and2_1 13%, sky130_fd_sc_hd__inv_1 7.7%, sky130_fd_sc_hd__a21oi_1 4.0%, sky130_fd_sc_hd__nor4_1 2.9%
INFO  setup_path     required=4.56ns
INFO  yosys          yosys.cell_types.count=26
INFO  job            maxCapViolCount=0
INFO  sta            setup_total_negative_slack=0ns
INFO  yosys          yosys.area.top_type_share=51.20%
INFO  floorplan      design.portCount=101
INFO  cts            number_of_buffers_inserted_by_hold_repair_at_cts=0
INFO  final_layout   layout.cells.most_common=sky130_fd_sc_hd__clkdlybuf4s50_1
INFO  floorplan      die_area=10610squm
INFO  cts            postCtsSetupBuffers=0
INFO  detailed_routing post-route-drc-count=0
INFO  place          port_buffers=101
INFO  place          post_dp_hpwl=4917um
INFO  cts            cts.repair.resized=0
INFO  final_layout   logic_area=1388squm
INFO  floorplan      fp_util=22.43%
INFO  setup_path     timing.setup.critical_path_class=primary input to output port
INFO  yosys          yosys_area=1515squm
INFO  grt            antenna_violations_before_repair=0
INFO  power          power_leakage=0.001242uW
INFO  yosys          synth-seq-area-share=0%
INFO  sta            final_hold_viol_count=0
INFO  grt            grt_start_max_net_pins=34
INFO  final_layout   fillCellCount=686
INFO  detailed_routing ant_nets=0
INFO  grt            grt_overflow_total=0
INFO  yosys          postSynthCellCount=190
INFO  worst_hold_path min_delay_worst_endpoint=ALUOut[0]
INFO  power          irDropWorstVdd=0.02219mV
INFO  yosys          netlist_area=1515squm
INFO  power          p_per_area=49.60nW/um^2
INFO  setup_path     critical_path_arrival=3.56ns
INFO  final_layout   seq_cells=0
INFO  setup_path     crit_path_max_fanout=2
INFO  yosys          mean_instance_size_in_the_synthesized_netlist=7.975squm
INFO  final_layout   layout.cells.most_common_list=101 x sky130_fd_sc_hd__clkdlybuf4s50_1, 62 x sky130_fd_sc_hd__ha_1, 31 x sky130_fd_sc_hd__inv_1, 31 x sky130_fd_sc_hd__and2_1, 12 x sky130_fd_sc_hd__a21oi_1
INFO  setup_path     start_kind=primary input
INFO  floorplan      die_y=103um
INFO  floorplan      coreArea=6756squm
INFO  worst_hold_path hold_class=primary input to output port
INFO  grt            grt_first_pass_wirelength=7914um
INFO  final_layout   layout.area.seq=0squm
INFO  detailed_routing finalWirelength=5165um
INFO  detailed_routing avgRoutedWirePerCell=14.00um
INFO  worst_hold_path hold_path_startpoint=B[0]
INFO  floorplan      floorplan.rows=30
INFO  grt            global_route.usage.total=9.311%
INFO  sta            drv_slew=0
INFO  setup_path     worstSetupEndpointType=output port
INFO  yosys          yosys_warns=1
INFO  final_layout   num-clock-buffers=0
INFO  final_layout   post_route_cells_drive_above_1_share=2.422%
INFO  yosys          cells_yosys=190
INFO  power          design_power_total=130.1uW
INFO  sta            period_utilisation_layout=82.40%
INFO  detailed_routing routed_vias_inst=4.293
INFO  place          place_congestion=0.7987
INFO  detailed_routing dr.pass1.iters=4
## cell usage after synthesis (all sizes together)
library cell,instances
nand2,7
o211ai,1
nand2b,1
nor2,4
o31ai,1
inv,31
a22oi,2
o2111ai,1
nor3b,1
nor4,9
a32o,1
o21ai,3
a211o,1
a21o,3
a21oi,12
and2,31
nor3,3
ha,62
nand4,8
clkbuf,3
nand3,2
a211oi,3
## kinds of logic (layout without fill, tap and decap cells)
logic type                 Yosys count  in the layout  share of synthesized area (%)
AOI/OAI and AO/OA                   28             28                          11.73
buffers and inverters               34            133                          8.423
and+or+nand+nor                     66             66                          28.65
adders and majority gates           62             62                          51.20
## power breakdown
group	internal (uW)	switching, uW
sequential	0	0
clock	0	0
combinational	77.2	52.9
## how the worst max path moves through the flow
stage | to | slack (ns) | cells past startpoint
CTS | Zero | 1.01 | 8
finish | Zero | 1.00 | 8
global route | Zero | 0.81 | 8
## worst max-delay path, cell delays in order
cell and delay, ns:
sky130_fd_sc_hd__clkdlybuf4s50_1 0.43, sky130_fd_sc_hd__ha_1 0.23, sky130_fd_sc_hd__nor4_1 0.44, sky130_fd_sc_hd__nand4_1 0.21, sky130_fd_sc_hd__nor4_1 0.27, sky130_fd_sc_hd__nand4_1 0.12
sky130_fd_sc_hd__a22oi_1 0.21, sky130_fd_sc_hd__clkdlybuf4s50_1 0.51
## layer usage
metal | vias up | global-route usage (%) | wire length, um | part of all wire (%)
met3 | 0 | 3.521 | 658 | 13
met5 | - | 0 | 0 | 0
li1 | 858 | - | - | -
met2 | 54 | 18.04 | 2573 | 50
met4 | 0 | 0 | 0 | 0
met1 | 672 | 9.787 | 1933 | 37
## cell type report
type,count,share of cell area (%)
Inverter,31,4.437
Multi-Input combinational cell,156,52.91
Tap cell,80,3.817
Timing Repair Buffer,102,38.84
## through the flow
step           hold slack, ns  instances  utilization [%]  worst slack, ns
6_report                3.396        369            38.81            1.003
5_1_grt                 3.438        369            38.81           0.8111
4_1_cts                 3.401        369            38.81            1.005
3_5_place_dp            3.391        369            38.81            1.035
3_3_place_gp            3.394        369            38.81            1.039
2_1_floorplan           2.380        190                -            2.330
Power is estimated from default activity; no workload was simulated.
